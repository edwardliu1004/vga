==> design.v <==
module pingpong_buffer #(parameter PIXEL_COUNT = 768, parameter ADDR_WIDTH  = 20)(
    input  logic clk,         
    input  logic rst, 
    input  logic [9:0] vga_hc,     
    input  logic [9:0] vga_vc,      
    output logic [7:0] pixel_data_out,  
    input  logic [ADDR_WIDTH-1:0] write_addr,    
    input  logic [7:0] pixel_data_in,  
	 input [2:0] input_red,
	 input [2:0] input_green,
	 input [1:0] input_blue
);
	logic [7:0] pixel_data_in_combined;
	assign pixel_data_in_combined[7:0] = {input_red, input_green, input_blue};
  reg [7:0] buffer0 [0:PIXEL_COUNT-1];
  reg [7:0] buffer1 [0:PIXEL_COUNT-1];
  logic read_sel;
  always_ff @(posedge clk) begin
    if (rst)
      read_sel <= 1'b0;
    else if (vga_hc == 10'b0 && vga_vc == 10'b0)
      read_sel <= ~read_sel;
  end
  logic [4:0] xpos, ypos;   
  assign xpos = vga_hc / 20;
  assign ypos = vga_vc / 20;
  logic [ADDR_WIDTH-1:0] read_addr;
  assign read_addr = ypos * 32 + xpos;
  logic [7:0] read_data_reg;
  always_comb begin
    if (read_sel == 1'b0)
      read_data_reg = buffer0[read_addr];
    else
      read_data_reg = buffer1[read_addr];
  end
  assign pixel_data_out = read_data_reg;
  always_ff @(posedge clk) begin
      if (read_sel == 1'b0)
        buffer1[write_addr] <= pixel_data_in_combined;
      else
        buffer0[write_addr] <= pixel_data_in_combined;
  end
endmodule
==> run.sh <==
#!/bin/bash
# OpenROAD 26Q1-2900-gdf79404cd8, Yosys 0.63+post, stock flow scripts
make -C /OpenROAD-flow-scripts/flow DESIGN_CONFIG=/design/flow/config.mk WORK_HOME=/design/flow/orfs finish
==> config.mk <==
export PLATFORM = sky130hd
export DESIGN_NAME = pingpong_buffer
export DESIGN_NICKNAME = pingpong_buffer
export VERILOG_FILES = /design/flow/design.v
export SDC_FILE = /design/flow/constraint.sdc
export NUM_CORES = 4
export LEC_CHECK = 1
export CORE_UTILIZATION = 40
export SYNTH_MEMORY_MAX_BITS = 65536
==> constraint.sdc <==
current_design pingpong_buffer

set clk_period 2228.7
set clk_io_pct 0.2

create_clock -name clk0 -period $clk_period [get_ports {clk}]

set non_clock_inputs [all_inputs -no_clocks]
set_input_delay [expr $clk_period * $clk_io_pct] -clock clk0 $non_clock_inputs
set_output_delay [expr $clk_period * $clk_io_pct] -clock clk0 [all_outputs]
==> job_summary.md <==
### Flow metrics

| Metric | Value |
|---|---|
| Status | complete, but fails checks |
| Failing checks | capacitance limit, slew limit |
| CTS Sinks | ~12k |
| RSZ-0062 raised after global routing | false |
| Synthesized area | 0.485 sq mm |
| Mux share | 0.0247 |
| Initial DRC Count | around 23k |
| FF-to-FF End | buffer0[65][1] |
| Port-buffer cells | around 47 |
| Layout Cells excl Fill | 52.4k |
| Tcrit/Tclk final | 0.407 |
| Warning total across the stage logs | around 150 |
| Relative slew margins | -0.000530 |
| Min-Delay Path Class | flip-flop to flip-flop |
| Cts repair resizes | 0 |
| # rows | between 400 and 500 |
| Xor/xnor cell area share of the yosys netlist | 0.000108 |
| Mapped Avg Cell Area | between 10 and 15 sq um |
| Ratio of cells with drive above 1 in the final layout | 0.0894 |
| Largest net degree at the start of global routing | approximately 130 |
| Smallest hold slack | approximately 1.6 ns |
| Flop2flop setup slack | around 2200 ns |
| TritonCTS buffer count | between 1k and 1.5k |
| Die Height | roughly 1.1 mm |
| Kind of cell adding the most delay to the critical path | buffers and inverters |
| Critical Path Fanout Max | approximately 110 |
| CP Capture Type | output port |
| R2R cell count | 6 |
| First-pass GRT wire length | 2280 mm |
| Max H-tree Level | 7 |
| CP arrival | 461.82 ns |
| Core Util at FP | 0.401 |
| Drt total wl | 1620 mm |
| Synth Instances | ~35k |
| Fillers | about 100k |
| Drc violations | 0 |
| Max-slew violations | 1 |
| Worst Path Required | between 1500 and 2000 ns |
| Logic area | between 0.1 and 0.15 sq mm |
| Root buf cell | clkbuf_16 |
| CP Class | input port to output port |
| Final instance area | between 0.5 and 0.6 sq mm |
| MaxCap Viol Count | 1 |
| YS chip area | roughly 0.49 sq mm |
| Worst path most repeated cell | buf_4 |
| CTS tree | done |
| Vias | between 300k and 400k |
| Cell Type Count | about 90 |
| Fmax | ~0.0011 GHz |
| Placed cell areas | 0.506 sq mm |
| Worst clock skew | between 0.09 and 0.1 ns |
| Antenna violations before repair | approximately 160 |
| DR vias/cell | 5.81 |
| Worst Tran Pin Value | between 1 and 1.5 ns |
| Power Total | about 550 uW |
| Fin crit period | between 900 and 1000 ns |
| Power Density | 1.01 mW/mm^2 |
| P_leak | roughly 0.18 uW |
| Tot GR Track Use | 0.288 |
| Reg-to-reg critical path startpoint | read_sel |
| FF+latch count, synth | roughly 12k |
| Clk buf depth | 5 |
| Final Setup Violations | 0 |
| Crit start category | input port |
| Chip width | 1.10 mm |
| Hpwl dp | approximately 1000 mm |
| Gr ovfl total | 0 |
| Initial DRT Pass Iterations | 6 |
| Adder share | 0.0000929 |
| Reg area | roughly 0.37 sq mm |
| Vias in the first global route | about 310k |
| Post-synth top area cell | edfxtp_1 |
| Placed Instances | roughly 50k |
| # IOs | about 66 |
| AND-OR/OR-AND Cells, Area Fraction | 0.0684 |
| Average wire per standard cell | 30.9 um |
| Buf/Inv on CP | 16 |
| Core Area | roughly 1.2 sq mm |
| Dominant comb cell | simple AND/OR/NAND/NOR gates |
| Clk slew on worst S/H paths | approximately 0.06 ns |
| Ys cells | about 35k |
| Routability Congestion | about 0.96 |
| Worst Hold Endpoint | read_sel |
| Post-synth top flop | edfxtp_1 |
| Slowest stage delay, CP | between 1 and 1.5 ns |
| Area contributors post-synth | edfxtp_1, nand2_1, nand3_1, mux2i_1, a21oi_1 |
| Flip-flops with a built-in enable | 12.3k |
| Syn-to-layout area delta | 12.7% |
| Fraction of registers with async set/reset | 0 |
| Top-area cell share | 0.761 |
| Cts hold-fix bufs | 0 |
| Post-synth seq share | 0.761 |
| Start point of the worst hold path | read_sel |
| Peak supply drop | roughly 0.00095 mV |
| Latency at later pin | roughly 1.4 ns |
| Basic Gates by Area | 0.122 |
| Final Hold Viols | 0 |
| Number of buffers added for setup after CTS | 0 |
| Yosys Warn Count | 1 |
| Antenna viol nets, final | 0 |
| Hold path depth | 4 |
| Die area | 1.22 sq mm |
| CP max stage cell | clkdlybuf4s50_1 |
| Setup TNS | 0 ns |
==> through the flow <==
stage | setup WS (ns) | util
floorplan | 1331.70 | -
global placement | 1321.62 | 0.418
global route | 1320.62 | 0.452
detailed placement | 1321.57 | 0.418
finish | 1321.14 | 0.452
CTS | 1321.51 | 0.451
==> worst max-delay path by stage <==
stage     cells past startpoint       from  slack (ns)           endpoint
4_1_cts                      35  vga_hc[7]     1321.51  pixel_data_out[5]
5_1_grt                      35  vga_hc[8]     1320.62  pixel_data_out[4]
6_report                     35  vga_hc[7]     1321.14  pixel_data_out[4]
==> tightest hold or removal path, cell delays in order (launching register included) <==
cell and delay [ns]:
dfxtp_4 0.51, inv_2 0.22, buf_4 0.55, xnor2_1 0.19, nor2_1 0.04
==> cell type report <==
class / instances / share of cell area
antenna: 349 / 0.00160
multi-input combinational: 20090 / 0.193
inverter: 17 / 0.000117
clock buffer: 1586 / 0.0606
sequential: 12289 / 0.675
timing repair buffer: 1343 / 0.0200
tap: 16037 / 0.0367
clock inverter: 697 / 0.0125
==> sequential cells by signal, indices dropped and copies added (netlist names) <==
| register | cells |
|---|---|
| buffer0 | 6144 |
| buffer1 | 6144 |
| read_sel | 1 |
==> report_power, final <==
| part | switching [uW] | internal, uW | total [uW] |
|---|---|---|---|
| sequential | 0.0148 | 254 | 254 |
| combinational | 70.8 | 23.7 | 94.5 |
| clock | 89.6 | 115 | 205 |
| total | 160 | 393 | 554 |
==> synthesized netlist by cell type, types with 244 or more instances <==
library cell / count
nand2_1: 8187
nand3_1: 2338
a31oi_1: 658
nand4_1: 291
and3_1: 618
a21oi_1: 1376
a221oi_1: 572
clkbuf_1: 1127
edfxtp_1: 12288
mux2i_1: 1145
nor2_1: 1828
a22oi_1: 245
o21ai_0: 690
buf_1: 244
a311oi_1: 294
buf_2: 858
==> routing by layer <==
layer	vias up	global-route usage	wire (um)
met5	-	0.0631	9110
met1	148039	0.307	489000
met4	347	0.132	93200
met2	19990	0.382	688000
met3	3749	0.267	341000
li1	132157	-	-
==> cells in the final DEF (no fill, tap or decap), types with 36 or more instances in the layout <==
master / synthesis / routed
clkinv_2: 0 / 190
a311oi_1: 294 / 294
nand4_1: 291 / 291
a22oi_1: 245 / 244
nand2_1: 8187 / 8129
o21ai_1: 41 / 41
o2111ai_1: 37 / 36
clkbuf_16: 0 / 1278
mux2i_1: 1145 / 1145
nand2_4: 0 / 52
clkinv_1: 0 / 290
nor4_1: 187 / 167
nand3_1: 2338 / 2336
buf_12: 0 / 48
clkbuf_1: 1127 / 308
o21ai_0: 690 / 689
or4_1: 58 / 58
o311ai_0: 59 / 59
nor3_1: 214 / 209
and3_1: 618 / 617
buf_4: 230 / 1248
bufinv_16: 0 / 80
nor2_4: 0 / 36
clkdlybuf4s50_1: 0 / 39
a211oi_1: 37 / 36
edfxtp_1: 12288 / 12288
a21oi_1: 1376 / 1370
mux2_2: 44 / 44
o211ai_1: 54 / 54
a32oi_1: 170 / 170
a31oi_1: 658 / 658
a221o_1: 147 / 147
nor2_1: 1828 / 1791
or3_1: 96 / 96
a2111oi_0: 43 / 38
o22ai_1: 196 / 196
diode_2: 0 / 349
a221oi_1: 572 / 572
==> kinds of logic (layout without fill, tap and decap cells) <==
logic type	Yosys count	in the layout
compound gates	4951	4951
xor+xnor	6	6
simple gates	13940	13940
buf+inv	2505	3643
fa+ha+maj	4	4
mux	1189	1189
flops	12289	12289
other cells	0	349
Power and IR drop assume default switching activity.
