===== ./design.v =====
module vga_skeleton(
	input vgaclk,
   input rst,
	input [2:0] input_red,
	input [2:0] input_green,
	input [1:0] input_blue,
	output logic [9:0] hc_out,
	output logic [9:0] vc_out,
	output logic hsync,
	output logic vsync,
	output logic [3:0] red,
	output logic [3:0] green,
	output logic [3:0] blue
);
	localparam HPIXELS  = 640;     
	localparam HFP      = 16;     
	localparam HSPULSE  = 96;     
	localparam HBP      = 48;     
	localparam VPIXELS  = 480;     
	localparam VFP      = 10;     
	localparam VSPULSE  = 2;     
	localparam VBP      = 33;     
	initial begin
		if (HPIXELS + HFP + HSPULSE + HBP != 800 || VPIXELS + VFP + VSPULSE + VBP != 525) begin
			$error("Expected horizontal pixels to add up to 800 and vertical pixels to add up to 525");
		end
	end
	logic [9:0] hc;
	logic [9:0] vc;
	initial begin
		hc = 1'd0;
		vc = 1'd0;
	end
	assign hc_out = hc;
	assign vc_out = vc;
	always_ff @(posedge vgaclk) begin
       if (rst) begin
				hc <= 10'd0;
				vc <= 10'd0;
		 end else begin
				if (hc < HPIXELS + HFP + HSPULSE + HBP - 1) begin
					hc <= hc + 1;
				end else begin
					hc <= 10'd0;
					if (vc < VPIXELS + VFP + VSPULSE + VBP - 1) begin
						vc <= vc + 1;
					end else begin
						vc <= 10'd0;
					end
				end
			end
	end
	assign hsync = (hc >= (HPIXELS + HFP) && hc < (HPIXELS + HFP + HSPULSE)) ? 1'b0 : 1'b1;
   assign vsync = (vc >= (VPIXELS + VFP) && vc < (VPIXELS + VFP + VSPULSE)) ? 1'b0 : 1'b1;
	always_comb begin
        if (hc < HPIXELS && vc < VPIXELS) begin
				red = {input_red, 1'b0};
				green = {input_green, 1'b0};
				blue = {input_blue, 2'b00};
		  end else begin
				red = 4'b0000;
				green = 4'b0000;
				blue = 4'b0000;
			end
	end
endmodule

===== ./run.sh =====
#!/bin/bash
# OpenROAD 26Q1-2900-gdf79404cd8, Yosys 0.63+post, stock flow scripts
make -C /OpenROAD-flow-scripts/flow DESIGN_CONFIG=/design/flow/config.mk WORK_HOME=/design/flow/orfs finish

===== ./config.mk =====
export PLATFORM = sky130hd
export DESIGN_NAME = vga_skeleton
export DESIGN_NICKNAME = vga_skeleton
export VERILOG_FILES = /design/flow/design.v
export SDC_FILE = /design/flow/constraint.sdc
export NUM_CORES = 4
export LEC_CHECK = 1
export CORE_AREA = 10 10 94 94
export DIE_AREA = 0 0 104 104

===== ./constraint.sdc =====
current_design vga_skeleton

set clk_period 3.7
set clk_io_pct 0.2

create_clock -name clk0 -period $clk_period [get_ports {vgaclk}]

set non_clock_inputs [all_inputs -no_clocks]
set_input_delay [expr $clk_period * $clk_io_pct] -clock clk0 $non_clock_inputs
set_output_delay [expr $clk_period * $clk_io_pct] -clock clk0 [all_outputs]

==> notes.md <==
On met2, the global router reports a usage of 9.01%. The tools report the origin of the worst min-delay path as hc[0]. The kind of cell adding the most delay to the critical path was simple AND/OR/NAND/NOR gates.

Total setup violations reported at the end of the flow: 0. TritonCTS built the clock tree. Per the detail_route report, routed wire per instance is 11.9 um. The worst-case max-slew headroom was logged as 59.2%. Measured along the y axis, the die boundary spans 104 um. The post-synth tally of flip-flops with integrated enable is 0. The floorplan has 30 rows. The run gives 1 for the count of synthesis-stage warnings from yosys. Counting cells, the worst reg-to-reg path comes to 5. The arrival time reported for the critical path endpoint was 2040 ps. With the number of nets still failing antenna checks after routing at 0, the number of design rule violations left after detail routing is 0. In the final run the clock tree shows a worst skew of 2.35 ps. The run gives 20 for the clock net sink count. The via count of the first global-routing pass is 998, and the largest stage delay on the critical path is 510 ps.

Per the Yosys statistics, synthesis produced 131 cells. At the end of routability-driven placement, the weighted congestion stood at 0.763. STA shows the worst min-delay path finishing at hc[0]. The logs give 0.00112 mm^2 for the total standard cell area after synthesis and 498 ps for the worst hold slack across all endpoints.

For the clock latency of the later-clocked register in the worst-skew pair, the log shows 250 ps. Looking at the VDD voltage map, the peak drop is 0.000109 V. Global routing put the most usage on met2. The worst hold path depth is 1. In this run the mean area of a mapped cell was 8.53 um^2. For the total die size, the log shows 0.0108 mm^2. Post-route minimum period: 2780 ps.

The main flop type after synthesis is sky130_fd_sc_hd__dfxtp_1. With the power per cell area at 319 mW/mm^2, the synthesis-to-finish area growth is 43.6%. With the count of routing violations after the opening detailed-route iteration at 30, the ratio of cells with drive above 1 in the final layout is 5.99%.

The run gives 1 for the depth of the CTS H-tree. Yosys attributes the largest share of cell area to sky130_fd_sc_hd__dfxtp_1 (36%), sky130_fd_sc_hd__and2_1 (6.2%), sky130_fd_sc_hd__a21oi_1 (4.5%). The worst path buffer plus inverter count is 1.

Per the detailed-route log, wirelength across all metal layers totals 3130 um. The endpoint class of the critical path is an output port. The final max-slew violation count recorded for this run is 0. The run gives 0 for the post-CTS setup buffer count. The setup check on the worst reg-to-reg path leaves a slack of 1860 ps. The run gives 16.4% as the initial cell density of the core. Cell type with the highest aggregate area in the netlist: sky130_fd_sc_hd__dfxtp_1.

The category of the worst setup path launch point is a flop. The run gives 3 as the number of buffers created by CTS. In this run the critical register-to-register path is launched from hc[0].

For the count of placed standard cells including taps, the log shows 260. Per the detail_route report, inserted antenna diodes total 0. The flow ran to the end, and the final reports show no timing, DRC or antenna violations. The tally of OpenROAD warnings was 27.

After clock tree synthesis, the flow added hold-fix buffers numbering 0. No sink is reached through more buffers than the 2 on the longest clock path. The die boundary width works out to 104 um. The script logs the ratio of routed vias to standard cells as 3.94. Of the available clock period, the critical path in the final layout requires 75.2%. Entering global routing, the biggest net connects 11 pins. The master of the slowest instance on the critical path was sky130_fd_sc_hd__nor3_1. In this run the biggest area consumer among cell types represents 35.8% of the synthesized area. The tools report the instance tally after logic synthesis as 131.

Clock tree synthesis selected as its root buffer the cell sky130_fd_sc_hd__clkbuf_8. The report shows a maximum critical-path fanout of 8. The run gives 2480 um for the HPWL reported at the end of detailed placement. Counting endpoints that fail hold in the final report gives 0.

After routing, the total negative slack on setup checks comes to 0 ps. The transition time at the pin with the least slew margin came out at 607 ps. The critical setup path kind is flop to output port.

Derived from the worst setup path, the maximum achievable clock frequency is 360 MHz. With the first-pass GRT wire length at 5310 um, the static leakage is 0.554 nW. The tools report the area inside the core boundary as 0.00683 mm^2.

Detailed routing inserted a total of 1037 vias. The number of distinct library cells after synthesis was 37; the endpoint required time on the critical path was 2960 ps. The global route total overflow was 0; the number of input and output port buffers inserted was 39. The count of state elements after synthesis works out to 20.

Sequential cells were found to cover 35.8% of the synthesized design area. For met1 alone, demand over resource in global routing was 7.76%. For this run, global-route usage on met3 was measured as 0.877%.

Type of the worst min-delay path: flop to flop. The global router's overall resource usage is 5.59%. The timing report gives the clock slew at the launch and capture registers of the worst setup and hold paths as 70 ps. The number of primary I/O pins came out at 44.

The number of maximum-capacitance violations recorded for the run is 0. For this run, asynchronously set or reset flops after synthesis account for 0%. The run gives 0.00112 mm^2 for the synthesized chip area reported by yosys. Setup repair after global routing left no endpoint under its margin. The cell sequence reported for the critical path is nand3_1, nor2_1, nor3_1, and2_1, clkdlybuf4s50_1.

The run gives 0 for the post-cts repair resize count. Leaving out filler cells and counting taps, the final layout contains 263. The worst register-to-register path ends at vc[8]. The run gives 0 for the initial antenna violation count. The first detailed-routing pass took 4 iterations.
-- synth_stat cells (2+ instances only) --
cell type and n:
sky130_fd_sc_hd__nand2_1 9, sky130_fd_sc_hd__o31ai_1 2, sky130_fd_sc_hd__buf_4 5, sky130_fd_sc_hd__and2_1 11, sky130_fd_sc_hd__a21oi_1 10, sky130_fd_sc_hd__nor2_1 13, sky130_fd_sc_hd__nor3_1 3, sky130_fd_sc_hd__ha_1 3
sky130_fd_sc_hd__buf_6 3, sky130_fd_sc_hd__and4_2 2, sky130_fd_sc_hd__dfxtp_1 20, sky130_fd_sc_hd__nand4_1 4, sky130_fd_sc_hd__or4_1 3, sky130_fd_sc_hd__xor2_1 4, sky130_fd_sc_hd__and3_1 2, sky130_fd_sc_hd__nand3_1 8
sky130_fd_sc_hd__inv_1 4, sky130_fd_sc_hd__nor4_1 2, sky130_fd_sc_hd__xnor2_1 5
-- layout by cell type (no fill, tap or decap), types with 2 or more instances in the layout --
cell type                         Yosys  routed
sky130_fd_sc_hd__and3_1               2       2
sky130_fd_sc_hd__and2_1              11      11
sky130_fd_sc_hd__nand2_1              9       9
sky130_fd_sc_hd__clkdlybuf4s50_1      0      39
sky130_fd_sc_hd__nand3_1              8       8
sky130_fd_sc_hd__xnor2_1              5       5
sky130_fd_sc_hd__clkbuf_8             0       3
sky130_fd_sc_hd__a21oi_1             10      10
sky130_fd_sc_hd__nor2_1              13      13
sky130_fd_sc_hd__and4_2               2       2
sky130_fd_sc_hd__nor4_1               2       2
sky130_fd_sc_hd__nand4_1              4       4
sky130_fd_sc_hd__xor2_1               4       4
sky130_fd_sc_hd__conb_1               1       4
sky130_fd_sc_hd__ha_1                 3       3
sky130_fd_sc_hd__dfxtp_1             20      20
sky130_fd_sc_hd__or4_1                3       3
sky130_fd_sc_hd__inv_1                4       4
sky130_fd_sc_hd__o31ai_1              2       2
sky130_fd_sc_hd__nor3_1               3       3
-- state kept, by name, indices dropped and copies added, names as in the netlist --
name  count
hc       10
vc       10
-- routing by layer --
metal | vias up | share of wire [%] | wire (um)
met3 | 2 | 4.4 | 137
met2 | 32 | 45 | 1410
li1 | 528 | - | -
met1 | 475 | 49 | 1540
met4 | 0 | 1.3 | 41
met5 | - | 0 | 0
-- stage by stage --
step | area, um^2 | setup slack (ps) | total power, mW | util (%)
global placement | 1560 | 1170 | 0.377 | 22.9
CTS | 1600 | 889 | 0.519 | 23.5
global route | 1600 | 715 | 0.541 | 23.5
detailed placement | 1560 | 1170 | 0.378 | 22.9
floorplan | 1130 | 1950 | 0.309 | -
finish | 1600 | 919 | 0.511 | 23.5
-- worst max-delay path by stage --
stage	startpoint	to	slack [ps]	cells after the start
4_1_cts	vc[6]	green[2]	890	5
5_1_grt	vc[6]	blue[3]	710	5
6_report	vc[6]	green[2]	920	5
-- final cells by class --
class | count | area, um^2
clock buffer | 3 | 41.3
fill | 778 | 5230
inverter | 4 | 15.0
multi-input combinational | 101 | 637
sequential | 20 | 400
tap | 96 | 120
timing repair buffer | 39 | 390
-- cell families (layout without fill, tap and decap cells) --
family	count (synthesis)	in the layout	share of synthesized area (%)
AND/OR/NAND/NOR	62	62	31.5
AND-OR/OR-AND	23	23	13.8
flip-flops	20	20	35.8
buffers and inverters	13	46	8.17
XOR/XNOR	9	9	7.05
adder cells (fa/ha/maj)	3	3	3.36
other	1	4	0.336
-- report_power, final --
group | switching [mW] | internal [mW] | leakage, nW
registers | 0.0363 | 0.235 | 0.162
clock network | 0.0683 | 0.0724 | 0.0216
logic | 0.0308 | 0.0681 | 0.371
total | 0.135 | 0.375 | 0.554
Power and IR drop assume default switching activity.
